--- design.v ---
module FIFO #(parameter MEMROY_SIZE = 16, parameter UNIT_SIZE = 8) (
    input clk, n_rst, push, pop,
    input [UNIT_SIZE - 1:0] data_in,
    output valid, buff_full, 
    output [UNIT_SIZE - 1:0] data_out);
    reg [MEMROY_SIZE-1:0][UNIT_SIZE-1:0] buffer;
    parameter COUNT_SIZE = $clog2(MEMROY_SIZE);
    reg [COUNT_SIZE:0] wr_ptr, re_ptr;
    reg last_comm;
    wire can_push, can_pop;
    initial begin
        buffer      <= 0;
        wr_ptr      <= 0;
        re_ptr      <= 0;
        last_comm   <= 1'b1;
    end
    always @(posedge clk, negedge n_rst) begin
        if (~n_rst) begin
            buffer      <= 0;
            wr_ptr      <= 0;
            re_ptr      <= 0;
            last_comm   <= 1'b1;   
        end else begin
            if (can_pop) re_ptr <= (re_ptr < MEMROY_SIZE - 1) ? re_ptr + 1 : 0;  
            if (can_push) begin  
                buffer[wr_ptr] <= data_in;
                wr_ptr <= (wr_ptr < MEMROY_SIZE - 1) ? wr_ptr + 1 : 0;
            end
            last_comm <= (push^pop) ? pop : last_comm;
        end
    end
    assign can_pop      = pop&valid;
    assign can_push     = push&(pop ? can_pop : ~buff_full);
    assign buff_full    = (~|(wr_ptr^re_ptr))&(~last_comm);   
    assign data_out     = buffer[re_ptr];
    assign valid        = ~((~|(wr_ptr^re_ptr))&last_comm);      
endmodule
module UART_TX (
    input clk, send_clk, n_rst, send,
    input [7:0] data,
    output tx, busy);
    parameter IDLE = 2'h0, START_BIT = 2'h1, SENDING_DATA = 2'h2, STOP_BIT = 2'h3;
    reg [1:0] state, next_state;
    reg [2:0] count;
    reg start_sending, got_n_rst;
    reg [7:0] data_to_send;
    initial begin
        state           <= IDLE;
        count           <= 3'h0;
        start_sending   <= 1'b0; 
        got_n_rst       <= 1'b0;
    end
    always @(*) begin 
        case (state)
            IDLE            : next_state <= start_sending   ? START_BIT : IDLE;
            START_BIT       : next_state <=                               SENDING_DATA;
            SENDING_DATA    : next_state <= &count          ? STOP_BIT  : SENDING_DATA; 
            STOP_BIT        : next_state <= &count          ? IDLE      : STOP_BIT; 
            default         : next_state <=                               IDLE;
        endcase   
    end
    always @(posedge clk) begin
        if (~n_rst) begin 
            got_n_rst <= 1'b1;
            start_sending   <= 1'b0;
        end else if (state == IDLE) begin
            got_n_rst <= 1'b0;
            if (send&(~start_sending)) begin
                data_to_send <= data;
                start_sending <= 1'b1;
            end
        end else start_sending <= 1'b0;
    end
    always @(posedge send_clk) begin
        if (got_n_rst) begin 
            state <= IDLE;
            count <= 3'h0; 
        end else if (|state) begin  
            if (state != START_BIT) count <= count + 1;
            else count <= 3'b0;
        end
        state <= next_state;
    end
    assign tx   = (state == IDLE || state == STOP_BIT) ? 1'b1 : ((state == START_BIT) ? 1'b0 : data_to_send[count]) ;
    assign busy = (|state)|start_sending;  
endmodule
module UART_RX(
    input clk, sample_clk, n_rst, done, rx,
    output [7:0] data,
    output data_ready
);
    parameter IDLE = 2'h0, START_BIT = 2'h1, READ_DATA = 2'h2, FINISH = 2'h3;
    reg [7:0] data_in_buff, data_out;
    reg data_ready_reg, got_n_rst;
    reg [1:0] state, next_state;
    reg [3:0] bit_avg;
    reg [2:0] bit_count;
    reg [3:0] over_sample_count;
    initial begin
        state               <= IDLE;
        data_ready_reg      <= 1'b0;
        data_out            <= 8'b0;
        data_in_buff        <= 8'b0;
        bit_avg             <= 4'b0;
        over_sample_count   <= 4'b0;
        bit_count           <= 3'b0;
    end
    always @(*) begin 
        case (state)
            IDLE        : next_state <= rx                                  ? IDLE      : START_BIT;
            START_BIT   : next_state <= &over_sample_count                  ? READ_DATA : START_BIT;
            READ_DATA   : next_state <= (&over_sample_count)&&(&bit_count)  ? FINISH    : READ_DATA;
            FINISH      : next_state <= (&over_sample_count)                ? IDLE      : FINISH;
            default     : next_state <= IDLE;
        endcase 
    end
    always @(posedge clk) begin
        if (~n_rst) begin
            data_ready_reg  <= 1'b0;
            got_n_rst       <= 1'b1;
        end else if (state == IDLE) begin
            got_n_rst       <= 1'b0; 
            data_ready_reg  <= done ? 1'b0 : data_ready_reg;       
        end else if (state == FINISH) data_ready_reg <= 1'b1;
    end
    always @(posedge sample_clk) begin
        if (got_n_rst || ~n_rst) begin
            state               <= IDLE;
            bit_avg             <= 4'b0;
            bit_count           <= 3'b0; 
            over_sample_count   <= 4'b0;
        end else begin
            if (|state) begin  
                if (state == READ_DATA) begin
                    if (&over_sample_count) begin
                        data_in_buff[bit_count] <= bit_avg[3];
                        bit_avg                 <= 4'b0;
                        bit_count               <= bit_count + 3'b1;
                    end else begin
                        bit_avg <= bit_avg + rx;
                    end
                end else if ((state == FINISH)&(&over_sample_count)) begin
                    data_out <= data_in_buff;
                end
                over_sample_count <= over_sample_count + 4'b1;
            end else begin
                bit_count           <= 3'b0; 
                over_sample_count   <= 4'b0;
            end
            state <= next_state;
        end   
    end
    assign data         = data_out;
    assign data_ready   = data_ready_reg&(state!=FINISH);
endmodule
module UART_TOP #(
    parameter RX_BUFFER_SIZE = 8,
    parameter TX_BUFFER_SIZE = 8,
    parameter CLK_FRQ        = 27000000,
    parameter UART_BOUAD     = 115200) 
(
    input clk,             
    input n_rst,           
    input rx,              
    input [7:0] data_in,    
    input data_in_sync,    
    input data_out_sync,   
    output tx,             
    output [7:0] data_out,  
    output full_out,       
    output valid_out,      
    output full_in);
    reg                         sample_clk, send_clk;
    parameter                   TO_DIV_BY = CLK_FRQ/(UART_BOUAD*32); 
    reg [$clog2(TO_DIV_BY)-1:0] sample_clk_count;
    reg [3:0]                   send_clk_count;
    initial begin
        sample_clk_count    <= 0;
        sample_clk          <= 0;
        send_clk_count      <= 0;
        send_clk            <= 0;
    end
    always @(posedge clk) begin
        sample_clk          <= (sample_clk_count==TO_DIV_BY)                    ? ~sample_clk           : sample_clk;
        sample_clk_count    <= (sample_clk_count>=TO_DIV_BY)                    ? 0                     : sample_clk_count + 1;
        send_clk            <= (sample_clk_count==TO_DIV_BY && &send_clk_count) ? ~send_clk             : send_clk;
        send_clk_count      <= (sample_clk_count==TO_DIV_BY)                    ? send_clk_count + 1    : send_clk_count;
    end
    wire data_ready_tx;
    wire [7:0] data_from_rx, data_to_tx;
    FIFO #(RX_BUFFER_SIZE, 8) rx_buffer (.clk        (clk),
                                         .n_rst      (n_rst),
                                         .push       (rx_push),
                                         .pop        (data_out_sync),
                                         .data_in    (data_from_rx), 
                                         .data_out   (data_out),
                                         .valid      (valid_out),
                                         .buff_full  (full_out));
    FIFO #(TX_BUFFER_SIZE, 8) tx_buffer (.clk        (clk),
                                         .n_rst      (n_rst),
                                         .push       (data_in_sync), 
                                         .pop        (tx_pop),
                                         .data_in    (data_in), 
                                         .data_out   (data_to_tx),
                                         .valid      (data_ready_tx),
                                         .buff_full  (full_in));
    wire tx_busy, rx_data_ready;
    reg tx_pop, tx_send, rx_done, rx_push;
    initial begin
        tx_pop  <= 1'b0;
        tx_send <= 1'b0; 
        rx_done <= 1'b0; 
        rx_push <= 1'b0;
    end
    UART_TX tx_module (.clk         (clk),
                       .send_clk    (send_clk),
                       .n_rst       (n_rst),
                       .send        (tx_send),
                       .data        (data_to_tx),
                       .tx          (tx),
                       .busy        (tx_busy)); 
    UART_RX rx_module (.clk         (clk),
                       .sample_clk  (sample_clk),   
                       .n_rst       (n_rst),
                       .done        (rx_push), 
                       .rx          (rx),
                       .data        (data_from_rx),
                       .data_ready  (rx_data_ready)); 
    always @(posedge clk) begin  
        if (data_ready_tx&&(~tx_busy)) begin
            tx_send <= 1'b1;
            tx_pop  <= 1'b1; 
        end else begin
            tx_send <= 1'b0;
            tx_pop  <= 1'b0;
        end
    end
    always @(posedge clk) begin  
        if (rx_data_ready) begin
            rx_done <= 1'b1;
            rx_push <= 1'b1;
        end else begin
            rx_done <= 1'b0;
            rx_push <= 1'b0;
        end
    end
endmodule
module UART_ECHO(
    input clk, rx, n_rst,
    output tx);
    reg ready, data_out_sync, data_in_sync;
    reg [7:0] data;
    wire flag_full_out, flag_full_in, valid_out;
    wire [7:0] data_out;
    UART_TOP my_uart (.clk              (clk),
                      .n_rst            (n_rst),
                      .rx               (rx),
                      .data_in          (data),
                      .data_in_sync     (data_in_sync),
                      .data_out_sync    (data_out_sync),
                      .tx               (tx),
                      .data_out         (data_out),
                      .full_out         (flag_full_out),
                      .valid_out        (valid_out),
                      .full_in          (flag_full_in));
    initial begin
        ready           <= 1'b0;
        data_out_sync   <= 1'b0;
        data_in_sync    <= 1'b0;
        data            <= 0;
    end
    always @(posedge clk) begin
        if (valid_out) begin
            data <= data_out;
            ready <= 1'b1;
            data_out_sync <= 1'b1;
        end else if (ready) begin
            data_out_sync <= 1'b0;
            data_in_sync <= 1'b1;
            ready <= 1'b0;
        end else begin
            data_out_sync <= 1'b0;
            data_in_sync <= 1'b0;
            ready <= 1'b0;
        end
    end
endmodule
--- run.sh ---
#!/bin/bash
# OpenROAD 26Q1-2900-gdf79404cd8, Yosys 0.63+post, stock flow scripts
make -C /OpenROAD-flow-scripts/flow DESIGN_CONFIG=/design/flow/config.mk WORK_HOME=/design/flow/orfs finish
--- config.mk ---
export PLATFORM = sky130hd
export DESIGN_NAME = UART_ECHO
export DESIGN_NICKNAME = UART_ECHO
export VERILOG_FILES = /design/flow/design.v
export SDC_FILE = /design/flow/constraint.sdc
export NUM_CORES = 4
export LEC_CHECK = 1
export CORE_UTILIZATION = 40
--- constraint.sdc ---
current_design UART_ECHO

set clk_period 4.3
set clk_io_pct 0.2

create_clock -name clk0 -period $clk_period [get_ports {clk}]

set non_clock_inputs [all_inputs -no_clocks]
set_input_delay [expr $clk_period * $clk_io_pct] -clock clk0 $non_clock_inputs
set_output_delay [expr $clk_period * $clk_io_pct] -clock clk0 [all_outputs]
==> results.json <==
{
  "swShare": 0.233,
  "fin_util": 0.449,
  "synth-edff-count": 39,
  "port_buffers": 3,
  "synth_flops": 213,
  "critical_path_buf_inv_count": 1,
  "hold_viol": 0,
  "path_max_fanout": 1,
  "rows": 57,
  "clock_path_buffers": 2,
  "start_kind": "flop",
  "log.warning_count": 35,
  "switchingPower_w": 0.000768,
  "grt_max_degree": 56,
  "synth_area_sq_um": 9980,
  "top_cells_by_area": "dfrtp_1, edfxtp_1, mux2_2",
  "die_w_um": 160,
  "skew_ns": 0.0139,
  "drive_above_1_share": 0.257,
  "yosys_warnings": 5,
  "ys_area_sq_um": 9980,
  "ys_types": 65,
  "criticalPathCategory": "reg2out",
  "cts_made_buffers": 17,
  "p_leak_nw": 4.66,
  "vias_per_cell": 5.59,
  "flop_area_sq_um": 5390,
  "yosys-top-cells-count": "dfrtp_1, mux2_2, nand2_1",
  "die_area_sq_um": 25600,
  "slowest_stage": "mux4_2",
  "drv_cap": 0,
  "setup_viol": 0,
  "fp_util": 0.409,
  "max_stage_delay_ns": 0.45,
  "ys_seq_frac": 0.540,
  "reg.largest.list": "my_uart.rx_buffer.buffer: 64 flops, my_uart.tx_buffer.buffer: 64 flops",
  "gp_congestion": 0.826,
  "flop_cell": "dfrtp_1",
  "root_buffer": "clkbuf_16",
  "rsz0062_at_grt": "no",
  "wire_per_inst_um": 18.2,
  "yosysCellCount": 753,
  "top_cell": "dfrtp_1",
  "finalClockPeriodUsage": 0.647,
  "first_pass_iters": 4,
  "intPower_w": 0.00253,
  "cts_resized": 0,
  "cts.hold.buffers_added": 0,
  "clock.fmax_ghz": 0.359,
  "fp.dieH_um": 160,
  "reg2reg_depth": 6,
  "drc": 0,
  "top_area_frac": 0.361,
  "cts_tree": "built",
  "vias": 6097,
  "cp-end-kind": "primary output",
  "tightest_slew_ns": 0.995,
  "hold_path.class": "in2async",
  "grt.total_usage": 0.173,
  "logic_area_sq_um": 4350,
  "untimed_endpoints": 50,
  "cts_setup_buffers": 0,
  "slew_headroom": 0.332,
  "netlist_instances": 753,
  "initialDrtViolationCount": 392,
  "antenna_cells": 0,
  "core_sq_um": 24400,
  "post-synth-top-area-cell": "dfrtp_1",
  "status": "finished, final reports clean",
  "r2r-end": "my_uart.rx_buffer.buffer[41]",
  "first_global_vias": 6414,
  "async_reset_ff_frac": 0.685,
  "syn2layout_area_growth_pct": 9.65,
  "critPathTopFamily": "multiplexers",
  "r2r_setup_slack_ns": 1.60,
  "drt_wl_total_mm": 19.8,
  "irDropWorstVdd_mv": 0.242,
  "grt_pass1_wl_mm": 33.6,
  "overflow": 0,
  "postSynthAreaPerCell_sq_um": 13.3,
  "seq_power_share": 0.519,
  "ios": 4,
  "crit_required_ns": 3.44,
  "drv_slew": 0,
  "r2r-start": "my_uart.rx_buffer.wr_ptr[0]",
  "min_period_ns": 2.78,
  "cts_htree_levels": 4,
  "p_clk_frac": 0.471,
  "p_per_area_nw_per_um2": 301,
  "grt_antenna_before_repair": 0,
  "dp.final_hpwl_mm": 13.4,
  "clkLatencyLatePin_ns": 0.44,
  "fillers": 2085,
  "fin_setup_tns_ns": 0,
  "unclocked_regs": 34,
  "path_cells": "mux4_2 -> mux2i_1 -> o21ai_0 -> clkdlybuf4s50_1",
  "cp.arrival_ns": 1.92,
  "detail-route-antenna-nets": 0,
  "pwr-share-comb": 0.010,
  "clk_pin_slew_ns": 0.07
}
through the flow:
step	cells	total power, W	worst slack, ns	hold WS, ns	cell area (sq um)
after floorplan	753	0.00175	2.04	0.417	9980
after global placement	1058	0.00178	1.69	0.427	10300
after detailed placement	1058	0.00178	1.66	0.438	10300
after CTS	1090	0.00332	1.49	0.352	10900
after global routing	1090	0.00340	1.43	0.357	10900
final	1090	0.00329	1.52	0.344	10900
area by class of cell:
class                           instances  area share
Timing Repair Buffer                   11     0.00834
Inverter                               28     0.00960
Clock inverter                         14      0.0142
Sequential cell                       213       0.492
Multi-Input combinational cell        482       0.397
Tap cell                              324      0.0370
Clock buffer                           18      0.0412
routing by layer:
metal  share of wire  global-route usage  vias to the layer above
met1            0.45               0.263                     3092
met2            0.46               0.256                      186
met5               0                   0                        -
met4           0.015              0.0251                        0
li1                -                   -                     2798
met3           0.077              0.0625                       21
kinds of logic (layout without fill, tap and decap cells):
family	after synthesis	in the layout	share of synthesized area
flip-flops	213	213	0.540
buffers and inverters	58	71	0.0244
multiplexers	143	143	0.199
AND/OR/NAND/NOR	161	161	0.0787
adder cells (fa/ha/maj)	29	29	0.0358
AND-OR/OR-AND	126	126	0.100
XOR/XNOR	23	23	0.0224
worst max path at each step:
stage / depth (start not counted) / start / endpoint / slack, ns
final: 4 / my_uart.tx_module.data_to_send[0] / tx / 1.52
after CTS: 4 / my_uart.tx_module.data_to_send[7] / tx / 1.49
after global routing: 4 / my_uart.tx_module.data_to_send[7] / tx / 1.43
cell usage in the layout (no fill, tap or decap), types with 3 or more instances in the layout:
cell type and n:
mux4_2 34, a22o_1 34, o21ai_0 14, xnor2_1 12, xor2_1 8, inv_8 4
and4_1 3, ha_1 27, nand2_1 56, o22ai_1 4, nand3_1 14, clkbuf_16 18
dfrtp_1 144, clkinv_4 4, mux2i_1 7, o211ai_1 3, edfxtp_1 39, inv_6 3
a211oi_1 5, clkinv_8 3, nor3b_1 3, nand2b_1 6, and2_1 4, mux2_2 102
a211oi_2 4, a21oi_1 31, xnor2_2 3, buf_4 8, nor2_1 35, nor4_1 3
or4_1 3, nor3_1 9, a211oi_4 5, dfxtp_1 28, inv_1 26, a22oi_1 3
o21ai_1 5, nor2b_1 6, nand4_1 7
power groups by stage:
stage         registers, W  clock network [W]   logic, W
CTS                0.00171            0.00158  0.0000354
global route       0.00171            0.00165  0.0000397
finish             0.00171            0.00155  0.0000332
Power and IR drop assume default switching activity.
